### design/flow/run.sh
#!/bin/bash
# OpenROAD 26Q1-2900-gdf79404cd8, Yosys 0.63+post, stock flow scripts
make -C /OpenROAD-flow-scripts/flow DESIGN_CONFIG=/design/flow/config.mk WORK_HOME=/design/flow/orfs finish
### design/flow/config.mk
export PLATFORM = sky130hd
export DESIGN_NAME = Ball
export DESIGN_NICKNAME = Ball
export VERILOG_FILES = /design/flow/design.v
export SDC_FILE = /design/flow/constraint.sdc
export NUM_CORES = 4
export LEC_CHECK = 1
export CORE_UTILIZATION = 50
### design/flow/constraint.sdc
current_design Ball

set clk_period 5.9
set clk_io_pct 0.2

create_clock -name clk0 -period $clk_period [get_ports {clk}]

set non_clock_inputs [all_inputs -no_clocks]
set_input_delay [expr $clk_period * $clk_io_pct] -clock clk0 $non_clock_inputs
set_output_delay [expr $clk_period * $clk_io_pct] -clock clk0 [all_outputs]
### design/flow/design.v
module Ball (
    input wire clk, rstn, 
    input wire refr_tick,  
    input wire [9:0] pixel_x, pixel_y, 
    input wire [9:0] paddle_x, paddle_y,   
    input wire paddle_on,   
    input wire wall_on,     
    output reg [9:0] x, y,               
    output reg [11:0] ball_rgb,          
    output reg ball_on                 
);
    localparam BALL_SIZE = 10;   
    localparam BALL_SPEED = 2;   
    localparam BALL_COLOR = 12'h0FF;   
    localparam MAX_X = 640;
    localparam MAX_Y = 480;
    localparam WALL_THICKNESS = 10;  
    localparam PADDLE_WIDTH = 10;    
    localparam PADDLE_HEIGHT = 100;  
    reg [9:0] vx, vy;
    always @(posedge clk or negedge rstn) begin
        if (~rstn) begin
            x <= MAX_X / 2;   
            y <= MAX_Y / 2;   
            vx <= BALL_SPEED;  
            vy <= BALL_SPEED;  
        end else if (refr_tick) begin
            if (wall_on) begin
                if (y <= WALL_THICKNESS) begin
                    vy <= BALL_SPEED;   
                end
                if (y + BALL_SIZE >= MAX_Y - WALL_THICKNESS) begin
                    vy <= -BALL_SPEED;   
                end
                if (x <= WALL_THICKNESS) begin
                    vx <= BALL_SPEED;   
                end
            end
            if (paddle_on) begin
                if ((x + BALL_SIZE >= paddle_x) && (x <= paddle_x + PADDLE_WIDTH) && 
                    (y + BALL_SIZE >= paddle_y) && (y <= paddle_y + PADDLE_HEIGHT)) begin
                    vy <= -vy;   
                    if (vy < 0) begin
                        y <= paddle_y + PADDLE_HEIGHT;   
                    end else if (vy > 0) begin
                        y <= paddle_y - BALL_SIZE;   
                    end
                end
            end
            x <= x + vx;
            y <= y + vy;
        end
    end
    always @(*) begin
        if ((x <= pixel_x) && (pixel_x < x + BALL_SIZE) && (y <= pixel_y) && (pixel_y < y + BALL_SIZE)) begin
            ball_on = 1;
            ball_rgb = BALL_COLOR;
        end else begin
            ball_on = 0;
            ball_rgb = 12'h000;
        end
    end
endmodule
==> impl_metrics.yaml <==
# physical design summary
floorplanning:
  fp-row-count: 32
  dieHeight_um: 93.4
  die_x_um: 93.4
  pin_count: 78
  die-area_um2: 8730
  initCoreUtil_pct: 53.0
  coreArea_um2: 7890
placement:
  placedCellCount: 653
  portBuffers: 72
  dp_hpwl_um: 8010
  globalplace.congestion: 0.918
  post-place-ws_ps: 711
synthesis:
  syn-instance-count: 494
  ys_sh_mux_pct: 1.59
  flop_cell: "dfrtp_1"
  ys_warn_count: 1
  edf_count: 0
  ys_seq_share_pct: 17.6
  synth_flops: 29
  ys_top_logic_family: "adder cells"
  ys_sh_adder_pct: 27.4
  ys_sh_xor_pct: 8.39
  synth_cell_type_count: 61
  compound_area_share_pct: 20.4
  yosys_area_um2: 4180
  synth_area_um2: 4180
  synthArstFlopShare_pct: 100
  simple_gate_area_share_pct: 14.9
  ys_cells: 494
  avgSynthCellArea_um2: 8.46
setup_path:
  cp-endpoint: "ball_rgb[2]"
  arrival_ps: 3990
  cp.buffers_inverters: 3
  critPathLaunchType: "primary input"
  reg2reg_depth: 12
  startpoint: "pixel_x[2]"
  critPathRequiredTime_ps: 4720
  crit_family: "AND-OR/OR-AND gates"
  critPathCaptureType: "output pin"
  slowest_stage: "clkdlybuf4s50_1"
  slowest_delay_ps: 460
  reg2reg_to: "vy[8]$_DFFE_PN0P_"
  crit_fanout: 9
  path_common_cell: "clkdlybuf4s50_1"
  worstReg2RegStart: "x[1]$_DFFE_PN0P_"
  r2r_slack_ps: 2120
  cp_cell_sequence: "clkdlybuf4s50_1 -> ha_1 -> nor2b_1 -> o21a_1 -> o21ai_0 -> nand2b_1 -> a2111oi_0 -> o211ai_1 -> a2111oi_1 -> buf_4 -> clkdlybuf4s50_1"
  critPathKind: "primary input to output pin"
  worstSetupPathDepth: 11
layout:
  layout.cells.most_common: "ha_1"
  n_fill_cell: 671
  syn_to_final_growth_pct: 20.4
  drive_gt1_share_pct: 5.90
  stdcell_count: 661
  lay_top_cells: "ha_1 (90), clkdlybuf4s50_1 (72), inv_1 (68)"
clocking:
  clk_latency_ps: 280
  cts_made_buffers: 5
  post_cts_resized: 0
  clkSinkCount: 29
  cts_tree: "built"
  cts.htree.levels: 2
  clockBufferDepth: 2
  cts_setup_buffers: 0
  clockRootBuffer: "clkbuf_8"
  cts_hold_buffers: 0
  path_clk_slew_ps: 60
final_timing:
  setup_tns_ps: 0
  rsz0062_at_grt: "no"
  period_needed_ps: 5170
  max_freq_ghz: 0.193
  finalClockPeriodUsage_pct: 87.6
  slew_headroom_pct: 39.5
  fin_hold_ws_ps: 542
  skew_ps: 6.47
  worst-slew-pin-transition_ps: 897
  timing_hold_violations_final: 0
  fin_ws_ps: 730
  setup_violations: 0
  slew_viol_final: 0
global_route:
  antenna_found_initial: 0
  grt_use_total_pct: 23.8
  first_global_vias: 3416
  grt_overflow_total: 0
  grt_pass1_wl_um: 16400
  grt_max_degree: 30
power:
  ir_worst_vdd_mv: 0.333
  p_leak_nw: 2.34
  powerDensity_nw_per_um2: 450
  power_w: 0.00226
routing:
  drt_iter0_drc: 133
  wl_um: 9720
  ant_nets: 0
  antenna_cells: 0
  firstDrtPassIters: 4
  vias_per_cell: 5.59
  vias: 3694
  wl_per_cell_um: 14.7
  drc: 0
hold_path:
  hold_path_class: "register to register"
flow_run:
  warnings: 32
  drv_cap: 0
run_status:
  run_status: "complete, no violations"
[kinds of logic after synthesis]
kind of cell / after synthesis
flip-flops: 29
XOR/XNOR: 40
AND/OR/NAND/NOR: 114
adder cells (fa/ha/maj): 91
buffers and inverters: 91
other: 1
multiplexers: 6
AND-OR/OR-AND: 122
[metal layers]
layer	share of wire [%]	track usage [%]	up-vias	wire length (um)
met4	0.67	1.28	0	65
met3	4.2	1.90	5	408
met5	0	0	-	0
met1	52	39.1	1713	5090
li1	-	-	1908	-
met2	43	36.1	68	4160
[how the worst min path moves through the flow]
stage / startpoint / endpoint / slack, ps / cells past startpoint
4_1_cts: vy[1]$_DFFE_PN1P_ / vy[1]$_DFFE_PN1P_ / 550 / 1
5_1_grt: vy[1]$_DFFE_PN1P_ / vy[1]$_DFFE_PN1P_ / 560 / 1
6_report: vy[9]$_DFFE_PN0P_ / vy[9]$_DFFE_PN0P_ / 540 / 1
[where the power goes]
part	switching [W]	internal [W]
Sequential	0.000230	0.000301
Clock	0.0000724	0.000125
Combinational	0.000741	0.000793
[registers in the layout, summed over array words and instances (netlist names)]
name / count
x: 9
y: 10
vy: 10
[cells in the mapped netlist (4+ instances only)]
| library cell | number | area (um2) |
|---|---|---|
| o21a_1 | 10 | 75.1 |
| nor2b_1 | 7 | 43.8 |
| a2111oi_0 | 4 | 35.0 |
| or3_1 | 8 | 50.1 |
| o211ai_1 | 10 | 75.1 |
| dfrtp_1 | 22 | 551 |
| o31ai_1 | 5 | 37.5 |
| buf_4 | 13 | 97.6 |
| inv_1 | 68 | 255 |
| nand2_1 | 33 | 124 |
| nor2_1 | 19 | 71.3 |
| o2111ai_1 | 7 | 61.3 |
| xor2_1 | 12 | 105 |
| dfstp_2 | 7 | 184 |
| nand4_1 | 14 | 87.6 |
| a21oi_1 | 26 | 130 |
| o311ai_1 | 9 | 78.8 |
| mux2_2 | 5 | 56.3 |
| nand3_1 | 8 | 40.0 |
| ha_1 | 90 | 1130 |
| xnor2_1 | 28 | 245 |
| clkbuf_1 | 5 | 18.8 |
| a21o_1 | 10 | 75.1 |
| nor3_1 | 6 | 30.0 |
| o21ai_0 | 21 | 105 |
[stage by stage]
step	area, um2	util, %
floorplan	4190	-
global placement	4920	62.4
detailed placement	4920	62.4
CTS	5030	63.8
global route	5030	63.8
finish	5030	63.8
[cell type report]
cell class | instances | area [um2] | share of cell area, %
Clock buffer | 6 | 72.6 | 1.44
Tap cell | 102 | 128 | 2.54
Clock inverter | 2 | 35.0 | 0.697
Timing Repair Buffer | 75 | 743 | 14.8
Multi-Input combinational cell | 378 | 3060 | 60.8
Inverter | 69 | 259 | 5.15
Sequential cell | 29 | 734 | 14.6
No activity file was given, so power comes from the tool's default toggle rates.
