==> ./design.v <==
module Wall (
    input wire clk, rstn, 
    input wire [9:0] pixel_x, pixel_y,
    output reg wall_on,         
    output reg [11:0] wall_rgb  
);
    localparam WALL_COLOR = 12'hFFF;  
    localparam WALL_THICKNESS = 10;   
    localparam MAX_X = 640;   
    localparam MAX_Y = 480;   
    always @(*) begin
        wall_on = 0;
        if (pixel_x < WALL_THICKNESS) begin
            wall_on = 1;
            wall_rgb = WALL_COLOR;   
        end
        else if (pixel_y < WALL_THICKNESS) begin
            wall_on = 1;
            wall_rgb = WALL_COLOR;   
        end
        else if (pixel_y >= (MAX_Y - WALL_THICKNESS)) begin
            wall_on = 1;
            wall_rgb = WALL_COLOR;   
        end
    end
endmodule
==> ./run.sh <==
#!/bin/bash
# OpenROAD 26Q1-2900-gdf79404cd8, Yosys 0.63+post, stock flow scripts
make -C /OpenROAD-flow-scripts/flow DESIGN_CONFIG=/design/flow/config.mk WORK_HOME=/design/flow/orfs finish
==> ./config.mk <==
export PLATFORM = sky130hd
export DESIGN_NAME = Wall
export DESIGN_NICKNAME = Wall
export VERILOG_FILES = /design/flow/design.v
export SDC_FILE = /design/flow/constraint.sdc
export NUM_CORES = 4
export LEC_CHECK = 1
export CORE_AREA = 10 10 70 70
export DIE_AREA = 0 0 80 80
==> ./constraint.sdc <==
current_design Wall

set clk_period 1.6
set clk_io_pct 0.2

create_clock -name clk0 -period $clk_period

set non_clock_inputs [all_inputs -no_clocks]
set_input_delay [expr $clk_period * $clk_io_pct] -clock clk0 $non_clock_inputs
set_output_delay [expr $clk_period * $clk_io_pct] -clock clk0 [all_outputs]
==> impl_metrics.csv <==
group,metric,value,unit
global_route,overflow,0,
synth,synth-compound-area-share,0.259,
routing,routedWlPerCell,8.67,um
timing,setup-violations-final,0,
place,place_inst,89,
routing,first_iter_violations,10,
worst_hold_path,min_to,"wall_on",
global_route,grt_util_met2,0.0401,
critical_path,cp-start-kind,"input port",
outcome,status,"complete, no violations",
timing,layout_min_cycle_time,1.51,ns
global_route,grt_max_degree,3,
synth,synthesis.area,174,um^2
synth,synth_adder_area_share,0,
routing,antenna_cells,0,
place,placed_area,373,um^2
power,p_leak,0.205,nW
layout,finish.utilization,0.112,
synth,ys_warn_count,1,
layout,design_area,383,um^2
flow_run,cap_violations,0,
flow_run,tool_warnings,36,
place,gp_congestion,0.692,
critical_path,crit_fanout,1,
layout,lay_top_cells,"conb_1, dlygate4sd2_1, dlymetal6s2s_1",
layout,nClkBuffers,0,
global_route,gr-usage-met3,0.0125,
routing,drt.antenna.violating_nets,0,
synth,ys_seq_share,0,
synth,top_area_frac,0.518,
clock_network,cts_hold_buf,0,
die,die_y,80,um
die,io_pins,35,
critical_path,cp-end-kind,"primary output",
worst_hold_path,hp-start,"pixel_y[8]",
layout,lay_top_count,"conb_1",
routing,drc_errors,0,
power,vdd_drop_max,0.0475,mV
routing,dr.pass1.iters,3,
synth,simple_gate_share,0.201,
critical_path,crit_type,"input port to primary output",
timing,rsz0062_at_grt,"false",
synth,syn_avg_cell_area,6.96,um^2
global_route,grt_antenna_before_repair,0,
synth,yosysCellCount,25,
timing,fin_crit_sh,0.941,
layout,stdcell_count,89,
layout,fillers,406,
routing,via_per_inst,2.26,
synth,netlist_instances,25,
place,hpwl,719,um
power,power_density,144,nW/um^2
routing,postRouteWirelength,772,um
worst_hold_path,hold_path.class,"input port to primary output",
global_route,top_usage_layer,"met2",
worst_hold_path,min_delay_path_depth,4,
timing,drv_slew,0,
synth,mux_share,0,
timing,finalHoldViolations,0,
synth,ys_area,174,um^2
die,core_area,3420,um^2
die,die_x,80,um
synth,synthTopCellsByArea,"buf_4, nor4_2, o211ai_2, nand3_1, o21ai_0",
routing,dr_total_vias,201,
synth,ys_sh_xor,0,
place,io_buffers,19,
global_route,globalRouteTotalUtil,0.0240,
layout,ff_count,0,
global_route,met1_usage,0.0283,
timing,final.setup.tns,0,ns
global_route,grt_pass1_vias,261,
timing,max_freq,664,MHz
layout,drive_gt1_frac,0.140,
synth,top_area_cell,"buf_4",
clock_network,cts_setup_buffers,0,
synth,ys_types,11,
critical_path,arrival,1.19,ns
layout,flop_area,0,um^2
layout,syn_to_final_growth,120,%
synth,logic_family,"buffers and inverters",
layout,logic_area,136,um^2
critical_path,cp.required,1.28,ns
power,finalPower,0.0000552,W
die,chip_area,6400,um^2
die,rows,21,
global_route,grt_pass1_wl,1240,um
die,fp_util,0.0509,
[synth_stat cells, drive strengths merged]
cell type / n
nor2: 2
a31oi: 1
a21o: 1
nor4: 1
a21oi: 1
o21ai: 2
buf: 12
conb: 1
nor3: 1
nand3: 2
o211ai: 1
[worst max-delay path: stages]
cell and delay, ns:
clkdlybuf4s50_1 0.45, nor2_1 0.05, a31oi_2 0.15, o211ai_2 0.10
buf_2 0.12
[routing by layer]
metal  vias to the layer above  routed length, um  part of all wire
met2                        20                330              0.43
li1                         99                  -                 -
met1                        82                305              0.40
met4                         0                  0                 0
met5                         -                  0                 0
met3                         0                137              0.18
[repair_timing]
action	CTS	global route
pin swaps	6	5
endpoints found under the setup margin	1	1
resized	15	7
[cell families after synthesis]
family                 after synthesis
other                                1
AND/OR/NAND/NOR                      6
AND-OR/OR-AND                        6
buffers and inverters               12
[cell type report]
| class | count | share of cell area |
|---|---|---|
| Tap cell | 46 | 0.150 |
| Timing Repair Buffer | 19 | 0.493 |
| Multi-Input combinational cell | 24 | 0.356 |
[per-stage QoR]
| step | hold slack, ns | setup WS (ns) |
|---|---|---|
| after floorplan | 0.699 | 0.555 |
| after global placement | 1.68 | -0.462 |
| after detailed placement | 1.68 | -0.461 |
| after CTS | 1.24 | 0.00306 |
| after global routing | 1.12 | 0.00995 |
| final | 1.06 | 0.0941 |
[worst max-delay path by stage]
stage | startpoint | to | depth (start not counted) | slack [ns]
after CTS | pixel_x[5] | wall_on | 5 | 0.003
after global routing | pixel_x[7] | wall_on | 5 | 0.01
final | pixel_x[7] | wall_on | 5 | 0.09
[report_power, final]
group / total (W) / switching (W) / internal (W)
clock: 0 / 0 / 0
combinational: 0.0000552 / 0.0000190 / 0.0000362
sequential: 0 / 0 / 0
No activity file was given, so power comes from the tool's default toggle rates.
